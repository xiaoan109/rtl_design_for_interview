===== ./config.mk =====
export PLATFORM = sky130hd
export DESIGN_NAME = uart
export DESIGN_NICKNAME = uart
export VERILOG_FILES = /design/flow/design.v
export SDC_FILE = /design/flow/constraint.sdc
export NUM_CORES = 4
export LEC_CHECK = 1
export CORE_UTILIZATION = 50

===== ./constraint.sdc =====
current_design uart

set clk_period 3.7
set clk_io_pct 0.2

create_clock -name clk0 -period $clk_period [get_ports {clk}]

set non_clock_inputs [all_inputs -no_clocks]
set_input_delay [expr $clk_period * $clk_io_pct] -clock clk0 $non_clock_inputs
set_output_delay [expr $clk_period * $clk_io_pct] -clock clk0 [all_outputs]

===== ./design.v =====
module baud_gen
  (
   input logic clk,
   input logic reset_n,
   input logic [10:0] dvsr,
   output logic tick
   );
   logic [10:0]	r_reg;
   logic [10:0]	r_next;
   always_ff @(posedge clk or negedge reset_n) begin
     if(~reset_n) begin
	r_reg <= 11'b0;
     end else begin
	r_reg <= r_next;
     end
   end
   assign r_next = (r_reg == dvsr) ? 11'b0 : r_reg + 11'b1;
   assign tick = (r_reg == 11'b1);
endmodule  
module fifo
  #(
    parameter DATA_WIDTH = 8,
    parameter ADDR_WIDTH = 4
    )
   (
    input logic clk,
    input logic reset_n,
    input logic rd,
    input logic wr,
    input logic [DATA_WIDTH-1:0] w_data,
    output logic empty,
    output logic full,
    output logic [DATA_WIDTH-1:0] r_data
    );
   logic [ADDR_WIDTH-1:0]	  w_addr;
   logic [ADDR_WIDTH-1:0]	  r_addr;
   logic			  wr_en;
   logic			  full_tmp;
   assign wr_en = wr & ~full_tmp;
   assign full = full_tmp;
   fifo_ctrl #(.ADDR_WIDTH(ADDR_WIDTH)) c_unit
     (.*, .full(full_tmp));
   reg_file
     #(.DATA_WIDTH(DATA_WIDTH), .ADDR_WIDTH(ADDR_WIDTH)) f_unit (.*);
endmodule  
module fifo_ctrl
  #(
    parameter ADDR_WIDTH = 4
    )
   (
    input logic clk,
    input logic reset_n,
    input logic rd,
    input logic wr,
    output logic empty,
    output logic full,
    output logic [ADDR_WIDTH-1:0] w_addr,
    output logic [ADDR_WIDTH-1:0] r_addr
    );
   logic [ADDR_WIDTH-1:0]	  w_ptr_logic;
   logic [ADDR_WIDTH-1:0]	  w_ptr_next;
   logic [ADDR_WIDTH-1:0]	  w_ptr_succ;
   logic [ADDR_WIDTH-1:0]	  r_ptr_logic;
   logic [ADDR_WIDTH-1:0]	  r_ptr_next;
   logic [ADDR_WIDTH-1:0]	  r_ptr_succ;
   logic			  full_logic;
   logic			  empty_logic;
   logic			  full_next;
   logic			  empty_next;
   always_ff @(posedge clk or negedge reset_n) begin
      if(~reset_n) begin
	 w_ptr_logic <= 0;
	 r_ptr_logic <= 0;
	 full_logic <= 1'b0;
	 empty_logic <= 1'b1;
      end else begin
	 w_ptr_logic <= w_ptr_next;
	 r_ptr_logic <= r_ptr_next;
	 full_logic <= full_next;
	 empty_logic <= empty_next;
      end  
   end  
   always_comb begin
      w_ptr_succ = w_ptr_logic + 1;
      r_ptr_succ = r_ptr_logic + 1;
      w_ptr_next = w_ptr_logic;
      r_ptr_next = r_ptr_logic;
      full_next = full_logic;
      empty_next = empty_logic;
      unique case ({wr, rd})
	2'b01: begin  
	  if(~empty_logic) begin  
	     r_ptr_next = r_ptr_succ;
	     full_next = 1'b0;
	     if(r_ptr_succ == w_ptr_logic) begin
		empty_next = 1'b1;
	     end
	  end
	end
	2'b10: begin  
	  if(~full_logic) begin  
	     w_ptr_next = w_ptr_succ;
	     empty_next = 1'b0;
	     if(w_ptr_succ == r_ptr_logic) begin
		full_next = 1'b1;
	     end
	  end
	end
	2'b11: begin  
	   w_ptr_next = w_ptr_succ;
	   r_ptr_next = r_ptr_succ;
	end
	default: ;  
      endcase  
   end  
   assign w_addr = w_ptr_logic;
   assign r_addr = r_ptr_logic;
   assign full = full_logic;
   assign empty = empty_logic;
endmodule  
module reg_file
  #(
    parameter DATA_WIDTH = 8,
    parameter ADDR_WIDTH = 2
    )
   (
    input logic clk,
    input logic wr_en,
    input logic [ADDR_WIDTH-1:0] w_addr,
    input logic [ADDR_WIDTH-1:0] r_addr,
    input logic [DATA_WIDTH-1:0] w_data,
    output logic [DATA_WIDTH-1:0] r_data
    );
   logic [DATA_WIDTH-1:0]	  array_reg [0: 2**ADDR_WIDTH-1];
   always_ff @(posedge clk) begin
      if(wr_en) begin
	 array_reg[w_addr] <= w_data;
      end
   end
   assign r_data = array_reg[r_addr];
endmodule 
module uart 
  #(
    parameter DBIT = 8,  
    parameter SB_TICK = 16,  
    parameter FIFO_W = 2  
    )
   (
    input logic clk,
    input logic reset_n,
    input logic rd_uart,
    input logic wr_uart,
    input logic rx,
    input logic [7:0] w_data,
    input logic[10:0] dvsr,
    output logic tx_full,
    output logic rx_empty,
    output logic tx,
    output logic [7:0] r_data
    );
   logic	       tick;
   logic	       rx_done_tick;
   logic	       tx_done_tick;
   logic	       tx_empty;
   logic	       tx_fifo_not_empty;
   logic [7:0]	       tx_fifo_out;
   logic [7:0]	       rx_data_out;
   baud_gen baud_gen_unit (.*);
   uart_rx #(.DBIT(DBIT), .SB_TICK(SB_TICK)) uart_rx_unit
     (.*, .s_tick(tick), .dout(rx_data_out));
   uart_tx #(.DBIT(DBIT), .SB_TICK(SB_TICK)) uart_tx_unit
     (.*, .s_tick(tick), .tx_start(tx_fifo_not_empty), .din(tx_fifo_out));
   fifo #(.DATA_WIDTH(DBIT), .ADDR_WIDTH(FIFO_W)) fifo_rx_unit
     (.*, .rd(rd_uart), .wr(rx_done_tick), .w_data(rx_data_out),
      .empty(rx_empty), .full(), .r_data(r_data));
   fifo #(.DATA_WIDTH(DBIT), .ADDR_WIDTH(FIFO_W)) fifo_tx_unit
     (.*, .rd(tx_done_tick), .wr(wr_uart), .w_data(w_data), .empty(tx_empty),
      .full(tx_full), .r_data(tx_fifo_out));
   assign tx_fifo_not_empty = ~tx_empty;
endmodule  
module uart_rx
  #(
    parameter DBIT = 8,
    parameter SB_TICK = 16
    )
   (
    input logic clk,
    input logic reset_n,
    input logic rx,
    input logic s_tick,
    output logic rx_done_tick,
    output logic [7:0] dout
    );
   typedef enum	       {idle, start, data, stop} state_type;
   state_type state_reg;
   state_type state_next;
   logic [3:0]	       s_reg;
   logic [3:0]	       s_next;
   logic [2:0]	       n_reg;
   logic [2:0]	       n_next;
   logic [7:0]	       b_reg;
   logic [7:0]	       b_next;
   always_ff @(posedge clk or negedge reset_n) begin
      if(~reset_n) begin
	 state_reg <= idle;
	 s_reg <= 4'b0;
	 n_reg <= 3'b0;
	 b_reg <= 8'b0;
      end else begin
	 state_reg <= state_next;
	 s_reg <= s_next;
	 n_reg <= n_next;
	 b_reg <= b_next;
      end  
   end  
   always_comb begin
      state_next = state_reg;
      rx_done_tick = 1'b0;
      s_next = s_reg;
      n_next = n_reg;
      b_next = b_reg;
      case(state_reg)
	idle: begin
	  if(~rx) begin
	     state_next = start;
	     s_next = 4'b0;
	  end
	end
	start: begin
	  if(s_tick) begin
	     if(s_reg == 4'd7) begin
		state_next = data;
		s_next = 4'b0;
		n_next = 3'b0;
	     end else begin
		s_next = s_reg + 4'b1;
	     end
	  end
	end  
	data: begin
	  if(s_tick) begin
	     if(s_reg == 4'd15) begin
		s_next = 4'b0;
		b_next = {rx, b_reg[7:1]};
		if(n_reg == DBIT - 3'b1) begin
		   state_next = stop;
		end else begin
		   n_next = n_reg + 3'b1;
		end
	     end else begin
		s_next = s_reg + 4'b1;
	     end  
	  end  
	end  
	stop: begin
	  if(s_tick) begin
	     if(s_reg == SB_TICK - 4'b1) begin
		state_next = idle;
		rx_done_tick = 1'b1;
	     end else begin
		s_next = s_reg + 4'b1;
	     end
	  end
	end
      endcase  
   end  
   assign dout = b_reg;
endmodule  
module uart_tx
  #(
    parameter DBIT = 8,
    parameter SB_TICK = 16
    )
   (
    input logic clk,
    input logic reset_n,
    input logic tx_start,
    input logic s_tick,
    input logic [7:0] din,
    output logic tx_done_tick,
    output logic tx
    );
   typedef enum	 {idle, start, data, stop} state_type;
   state_type state_reg;
   state_type state_next;
   logic [3:0]	 s_reg;
   logic [3:0]	 s_next;
   logic [2:0]	 n_reg;
   logic [2:0]	 n_next;
   logic [7:0]	 b_reg;
   logic [7:0]	 b_next;
   logic	 tx_reg;
   logic	 tx_next;
   always_ff @(posedge clk or negedge reset_n) begin
      if(~reset_n) begin
	 state_reg <= idle;
	 s_reg <= 4'b0;
	 n_reg <= 3'b0;
	 b_reg <= 8'b0;
	 tx_reg <= 1'b1;
      end else begin
	 state_reg <= state_next;
	 s_reg <= s_next;
	 n_reg <= n_next;
	 b_reg <= b_next;
	 tx_reg <= tx_next;
      end  
   end  
   always_comb begin
      state_next = state_reg;
      tx_done_tick = 1'b0;
      s_next = s_reg;
      n_next = n_reg;
      b_next = b_reg;
      tx_next = tx_reg;
      case(state_reg)
	idle: begin
	   tx_next = 1'b1;
	   if(tx_start) begin
	      state_next = start;
	      s_next = 4'b0;
	      b_next = din;
	   end
	end
	start: begin
	   tx_next = 1'b0;
	   if(s_tick) begin
	      if(s_reg == 4'd15) begin
		 state_next = data;
		 s_next = 4'b0;
		 n_next = 3'b0;
	      end else begin
		 s_next = s_reg + 4'b1;
	      end
	   end
	end  
	data: begin
	   tx_next = b_reg[0];
	   if(s_tick) begin
	      if(s_reg == 4'd15) begin
		 s_next = 4'b0;
		 b_next = b_reg >> 1;
		 if(n_reg == DBIT - 3'b1) begin
		    state_next = stop;
		 end else begin
		    n_next = n_reg + 3'b1;
		 end
	      end else begin
		 s_next = s_reg + 4'b1;
	      end  
	   end  
	end  
	stop: begin
	   tx_next = 1'b1;
	   if(s_tick) begin
	      if(s_reg == SB_TICK - 4'b1) begin
		 state_next = idle;
		 tx_done_tick = 1'b1;
	      end else begin
		 s_next = s_reg + 4'b1;
	      end
	   end
	end  
      endcase  
   end  
   assign tx = tx_reg;
endmodule  

===== ./run.sh =====
#!/bin/bash
# OpenROAD 26Q1-2900-gdf79404cd8, Yosys 0.63+post, stock flow scripts
make -C /OpenROAD-flow-scripts/flow DESIGN_CONFIG=/design/flow/config.mk WORK_HOME=/design/flow/orfs finish

==> impl_metrics.csv <==
group,metric,value,unit
status,outcome,"finished, final reports clean",
clock_network,post_cts_resized,0,
worst_setup_path,worstRegToRegCells,7,
pwr,power.total,3.532,mW
yosys,synthArstFlopShare,49.21,%
yosys,ys_types,54,
route,avgViaCountPerCell,5.423,
hold_path,hold_class,"in -> async",
yosys,ys.flops,126,
worst_setup_path,crit_path_max_fanout,9,
yosys,synth_area,5699,um^2
worst_setup_path,critical_path_required,3750,ps
placement,gp_congestion,0.8277,
worst_setup_path,endpoint_kind,"flip-flop",
worst_setup_path,cp_cell_sequence,"inv_1, ha_1, or4b_4, nor3_4, nand3_1, nor2_1, and2_1",
worst_setup_path,slowest_stage,"or4b_4",
sta,timing.hold.ws,351.9,ps
yosys,ys_sh_adder,3.513,%
placement,port_buffers,34,
sta,slew_violations,0,
sta,hold_viol,0,
yosys,yosys_cells,420,
sta,rsz0062_at_grt,"false",
worst_setup_path,crit_cells,7,
clock_network,cts_max_level,4,
die,die_w,108.8,um
die,core_area,10980,um^2
worst_setup_path,crit_type,"reg -> reg",
die,rows,38,
finish,drive_above_1_share,15.43,%
clock_network,cts_made_buffers,17,
yosys,top_cell_area_share,33.72,%
route,drt_first_pass_iters,4,
yosys,synthSimpleGateAreaFrac,11.22,%
yosys,synthTopLogicFamily,"simple AND/OR/NAND/NOR gates",
global_routing,grt-ovfl-total,0,
worst_setup_path,critPathArrivalTime,2920,ps
yosys,edf_count,64,
route,drc,0,
worst_setup_path,cpPeakStageDelay,520,ps
sta,skew,7.327,ps
yosys,mux_area_share,10.25,%
yosys,ys_warn_count,5,
yosys,synthCells,420,
route,n_antenna_cell,0,
clock_network,root_buffer,"clkbuf_16",
sta,tns,0,ps
sta,layout_min_cycle_time,2867,ps
die,fp_util,51.89,%
pwr,power_density,527.9,nW/um^2
global_routing,grt_max_degree,39,
yosys,yosysTopAreaCell,"edfxtp_1",
global_routing,track_usage,19.43,%
finish,area_delta_synth_final,17.41,%
yosys,netlist_top_cells_area,"edfxtp_1 (34%), dfrtp_1 (25%), mux4_2 (6.3%)",
yosys,ys_area,5699,um^2
clock_network,cts_sinks,126,
worst_setup_path,cp_top_family,"simple AND/OR/NAND/NOR gates",
yosys,ys.flop_type,"edfxtp_1",
finish,final_cell_mix,"edfxtp_1 (64), dfrtp_1 (57), nand2_1 (39)",
run,drv_cap,0,
die,die_y,108.8,um
die,die-area,11830,um^2
yosys,ys_seq_share,61.05,%
worst_setup_path,cp-start-kind,"flip-flop",
clock_network,cts_setup_buffers,0,
sta,slew_headroom,45.15,%
sta,setup_violations,0,
route,via_count,3324,
yosys,aoi_share,7.289,%
route,drtAntennaViolNets,0,
clock_network,clk_pin_slew,60,ps
finish,lay_top_count,"edfxtp_1",
clock_network,ctsHoldBuffers,0,
global_routing,grt_pass1_wl,16480,um
clock_network,cts_buffer_depth,2,
sta,tightest_slew,822.7,ps
clock_network,tritoncts,"yes",
sta,worst_slack,832.7,ps
route,drt-initial-drc-count,134,
clock_network,clkLatencyLatePin,400,ps
route,wl_per_cell,15.83,um
pwr,ir_drop,0.0003271,V
placement,place_ws,846.7,ps
sta,fin_crit_sh,77.50,%
placement,dp_hpwl,6580,um
global_routing,grt_pass1_vias,3429,
worst_setup_path,worst-path-buf-inv,1,
yosys,synth_area_per_cell,13.57,um^2
sta,max_freq,348.8,MHz
pwr,power_leakage,2.531,nW
run,warning_count,32,
route,totalWireLength,9704,um
yosys,xor_area_share,4.610,%
die,ioPinCount,35,
global_routing,antenna_found_initial,0,
[power breakdown]
part | switching, mW | internal (mW) | total [mW]
logic | 0.198 | 0.199 | 0.397
registers | 0.112 | 1.54 | 1.65
clock network | 0.547 | 0.934 | 1.48
[cells by family (layout without fill, tap and decap cells)]
family	Yosys count	after routing
buffers and inverters	29	82
DFF	126	126
adders and majority gates	16	16
and+or+nand+nor	124	124
xor gates and xnor gates	30	30
muxes	37	37
AOI/OAI and AO/OA	58	58
[cell usage after synthesis, types with 2 or more instances]
library cell and n:
a211oi_1 2, a21o_1 3, a21oi_1 5, a221oi_1 2, a22o_1 7, a31oi_1 3
and2_1 8, and3_1 2, clkbuf_1 12, dfrtp_1 57, dfstp_2 5, edfxtp_1 64
ha_1 16, inv_1 14, mux2_2 11, mux2i_1 10, mux4_2 16, nand2_1 39
nand2b_1 4, nand3_1 15, nand3b_1 3, nand4_1 6, nor2_1 25, nor2b_1 5
nor3_1 5, o211ai_1 5, o21ai_0 10, o21ai_1 6, o21ai_2 2, o41ai_1 3
or2_2 3, or4_1 2, xnor2_1 22, xor2_1 8
[per-stage QoR]
step	instance area [um^2]	util (%)	std cells
after global placement	6160	56.08	581
after detailed placement	6160	56.08	581
after CTS	6691	60.93	613
after floorplan	5699	-	420
final	6691	60.93	613
after global routing	6691	60.93	613
[per-layer routing]
layer	wire length, um	vias to the layer above	GRT usage, %
li1	-	1634	-
met1	4702	1611	32.71
met2	4423	77	27.62
met3	540	2	6.886
met4	38	0	1.834
met5	0	-	0
[worst paths after layout]
| check | to | slack, ps | start |
|---|---|---|---|
| hold reg to reg | uart_rx_unit.state_reg[0] | 480 | uart_rx_unit.state_reg[0] |
| setup reg to reg | fifo_rx_unit.f_unit.array_reg[1][3] | 830 | baud_gen_unit.r_reg[1] |
| min in group clk0 | uart_rx_unit.state_reg[0] | 480 | uart_rx_unit.state_reg[0] |
| setup / recovery | fifo_rx_unit.f_unit.array_reg[1][3] | 830 | baud_gen_unit.r_reg[1] |
| hold / removal | uart_rx_unit.b_reg[1] | 350 | reset_n |
| max in group asynchronous | uart_rx_unit.state_reg[0] | 2410 | reset_n |
[layout make-up]
| cell class | instances | area, um^2 |
|---|---|---|
| Clock buffer | 24 | 461.7 |
| Clock inverter | 8 | 70.07 |
| Fill cell | 839 | 4292 |
| Inverter | 14 | 52.55 |
| Multi-Input combinational cell | 265 | 2102 |
| Sequential cell | 126 | 3480 |
| Tap cell | 140 | 175.2 |
| Timing Repair Buffer | 36 | 350.3 |
[worst reg2reg max path: cells and delay by family (launching register included)]
| kind | cells | cell delay [ps] |
|---|---|---|
| and+or+nand+nor | 5 | 1860 |
| adders and majority gates | 1 | 160 |
| buffers and inverters | 1 | 80 |
| DFF | 1 | 420 |
No activity file was given, so power comes from the tool's default toggle rates.
