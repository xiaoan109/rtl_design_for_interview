File: flow/design.v
module bubble_sort #(
    parameter DW   = 8,
    parameter NUM  = 8,
    parameter MODE = 0    
) (
    input  wire [DW*NUM-1:0] data_i,
    output wire [DW*NUM-1:0] data_o
);
  reg [DW-1:0] tmp;
  reg [DW*NUM-1:0] data_r;
  integer i;
  integer j;
  generate
    if (MODE == 0) begin : gen_max_first
      always @(*) begin
        data_r = data_i;
        for (i = 0; i < NUM - 1; i = i + 1) begin
          for (j = 0; j < NUM - 1 - i; j = j + 1) begin
            if (data_r[(j+1)*DW+:DW] < data_r[j*DW+:DW]) begin
              tmp = data_r[j*DW+:DW];
              data_r[j*DW+:DW] = data_r[(j+1)*DW+:DW];
              data_r[(j+1)*DW+:DW] = tmp;
            end
          end
        end
      end
    end else if (MODE == 1) begin : gen_min_first
      always @(*) begin
        data_r = data_i;
        for (i = 0; i < NUM - 1; i = i + 1) begin
          for (j = i + 1; j < NUM; j = j + 1) begin
            if (data_r[j*DW+:DW] < data_r[i*DW+:DW]) begin
              tmp = data_r[i*DW+:DW];
              data_r[i*DW+:DW] = data_r[j*DW+:DW];
              data_r[j*DW+:DW] = tmp;
            end
          end
        end
      end
    end
  endgenerate
  assign data_o = data_r;
endmodule
File: flow/config.mk
export PLATFORM = sky130hd
export DESIGN_NAME = bubble_sort
export DESIGN_NICKNAME = bubble_sort
export VERILOG_FILES = /design/flow/design.v
export SDC_FILE = /design/flow/constraint.sdc
export NUM_CORES = 4
export LEC_CHECK = 1
export CORE_UTILIZATION = 40
File: flow/constraint.sdc
current_design bubble_sort

set clk_period 64.1
set clk_io_pct 0.2

create_clock -name clk0 -period $clk_period

set non_clock_inputs [all_inputs -no_clocks]
set_input_delay [expr $clk_period * $clk_io_pct] -clock clk0 $non_clock_inputs
set_output_delay [expr $clk_period * $clk_io_pct] -clock clk0 [all_outputs]
File: flow/run.sh
#!/bin/bash
# OpenROAD 26Q1-2900-gdf79404cd8, Yosys 0.63+post, stock flow scripts
make -C /OpenROAD-flow-scripts/flow DESIGN_CONFIG=/design/flow/config.mk WORK_HOME=/design/flow/orfs finish
==> results.toml <==
# synthesis and place-and-route metrics
[run_status]
outcome = "finished, final reports clean"

[synth]
yosysChipArea_mm2 = 0.0119
synth_xor_xnor_area_share_pct = 0.147
syn_area_per_cell_um2 = 6.45
muxShareOfSynthArea_pct = 12.5
yosysSeqAreaShare_pct = 0
synthesis.area_mm2 = 0.0119
ys_types = 104
simple_gate_area_share_pct = 26.3
fa_ha_area_share_pct = 16.2
yosys_warnings = 1
logic_family = "AND-OR/OR-AND gates"
ys_cells = 1843
synthAoiAreaFrac_pct = 38.2
netlist_instances = 1843

[cells_and_area]
drive_gt1_share_pct = 6.18
fillers = 2948
lay_top_count = "nand2_1"
design_area_mm2 = 0.0135
area_growth_pct = 13.6
final_cell_mix = "nand2_1, nor2_1, o21ai_0"
n_clock_buffer = 0
combGateArea_mm2 = 0.0111
regArea_um2 = 0
n_sequential_cell = 0

[grt]
overflow = 0
grt_antenna_before_repair = 0
grt_pass1_vias = 11838
globalRouteTotalUtil_pct = 24.8
grt_max_degree = 26
grt_pass1_wl_um = 61400

[placed_design]
dpl.hpwl_um = 32600
gp_congestion = 1.00
placed_cell_area_mm2 = 0.0135
numPortBuffers = 128

[critical_path]
critPathLaunchType = "input port"
path_class = "in2out"
cp.arrival_ns = 44.12
cp_slowest_stage_delay_ns = 0.82
end_kind = "output port"
cp_slowest_cell = "nor2_1"
worstPathMaxFanout = 23
required_ns = 51.28
crit_end = "data_o[3]"
setup.worst_path.start = "data_i[1]"

[detailed_routing]
vias = 13422
wl_um = 38300
vias_per_cell = 5.81
top_layer_used = "met4"
antenna_left = 0
drc_errors = 0
wl_met1_um = 20000
firstDrtPassIters = 6
met2_length_um = 15900
dr.first_iter.drc_count = 925
wl_met3_um = 2040
avgRoutedWirePerCell_um = 16.6
diodes = 0

[hold_path]
hold_class = "in2out"
hold_depth = 4

[timing]
hold_viol = 0
slew_headroom_pct = 32.8
fin_crit_sh_pct = 88.8
final-setup-viol-count = 0
finalCriticalPeriod_ns = 56.94
clock.fmax_ghz = 0.0176
rsz0062_at_grt = "false"
setup_tns_ns = 0
tightest_slew_ns = 1.00
slew_violations = 0

[cts]
ctsResizeCount = 0
postCtsHoldBufs = 0
postCtsSetupBuffers = 0

[flow_run]
tool_warnings = 32
max_cap_viol_count = 0

[die]
fp_util_pct = 41.1
fp.coreArea_mm2 = 0.0289
chip_area_mm2 = 0.0304
die_x_um = 174
num_io_pins = 128
row_count = 62
die_y_um = 174
[synth_stat cells (6+ instances only)]
cell	number	area share, %
nand2_1	210	6.6
nor2_1	205	6.5
o21ai_0	182	7.7
a21oi_1	178	7.5
ha_1	150	16
inv_1	142	4.5
mux2i_1	92	7.7
a21o_1	54	3.4
clkbuf_1	46	1.5
mux2_2	40	3.8
nand2b_1	35	1.8
nand3_1	30	1.3
nand4_1	28	1.5
nor3_1	27	1.1
o21a_1	27	1.7
nor2b_1	24	1.3
and2_1	23	1.2
o21ai_1	20	0.84
o211ai_1	16	1.0
a211oi_1	14	0.88
a22oi_1	14	0.88
a31oi_1	12	0.63
o22ai_1	12	0.63
or3_1	12	0.63
and3_1	11	0.58
a221o_1	9	0.76
a32oi_1	8	0.59
o221ai_1	8	0.59
a211o_1	7	0.52
a221oi_1	7	0.52
and4_1	7	0.52
o21bai_1	7	0.44
o31ai_1	7	0.44
or2_2	7	0.37
a22o_1	6	0.44
a31o_2	6	0.44
nor4_1	6	0.32
o2bb2ai_1	6	0.44
[critical path: cells and delay by family]
family	cells	cell delay, ns
fa+ha+maj	13	3.90
compound gates	59	14.47
simple gates	33	8.45
mux	5	1.95
buf+inv	11	2.42
[worst min path at each step]
stage                end        from  slack, ns
finish        data_o[59]  data_i[59]      26.63
global route  data_o[59]  data_i[59]      26.67
CTS           data_o[59]  data_i[59]      26.64
[area by class of cell]
cell class                      instances  area share, %
Multi-Input combinational cell       1641           82.2
Timing Repair Buffer                  143           10.3
Inverter                              142           3.95
Tap cell                              384           3.56
[metal layers]
layer | vias up | track usage (%)
met2 | 347 | 37.3
met4 | 0 | 2.74
met5 | - | 0
met3 | 28 | 2.56
li1 | 7041 | -
met1 | 6006 | 38.8
[kinds of logic after synthesis]
family,after synthesis
compound gates,687
simple gates,657
buf+inv,202
fa+ha+maj,155
mux,140
xor+xnor,2
[per-stage QoR]
stage / worst slack, ns / hold WS (ns) / util [%] / cells
after global routing: 3.96 / 26.67 / 46.7 / 2310
after CTS: 7.50 / 26.64 / 46.7 / 2310
after global placement: 7.97 / 26.64 / 46.7 / 2310
after floorplan: 12.81 / 25.69 / - / 1843
after detailed placement: 7.54 / 26.64 / 46.7 / 2310
final: 7.16 / 26.63 / 46.7 / 2310
