==> flow/design.v <==
module i2c_master(
   input  logic clk, reset_n,
   input  logic [7:0] din,
   input  logic [15:0] dvsr,  
   input  logic [2:0] cmd, 
   input  logic wr_i2c,
   output tri scl,
   inout  tri sda,
   output logic ready, done_tick, ack,
   output logic [7:0] dout
 );
   localparam START_CMD   =3'b000;
   localparam WR_CMD      =3'b001;
   localparam RD_CMD      =3'b010;
   localparam STOP_CMD    =3'b011;
   localparam RESTART_CMD =3'b100;
   typedef enum {
      idle, hold, start1, start2, data1, data2, data3, data4, 
      data_end, restart, stop1, stop2
   } state_type;
   state_type state_reg, state_next;
   logic [15:0] c_reg, c_next;
   logic [15:0] qutr, half;
   logic [8:0] tx_reg, tx_next;
   logic [8:0] rx_reg, rx_next;
   logic [2:0] cmd_reg, cmd_next;
   logic [3:0] bit_reg, bit_next;
   logic sda_out, scl_out, sda_reg, scl_reg, data_phase;
   logic done_tick_i, ready_i;
   logic into, nack ;
   always_ff @(posedge clk or negedge reset_n)
      if (~reset_n) begin
         sda_reg <= 1'b1;
         scl_reg <= 1'b1;
      end
      else begin
         sda_reg <= sda_out;
         scl_reg <= scl_out;
      end
   assign scl = (scl_reg) ? 1'bz : 1'b0;
   assign into = (data_phase && cmd_reg==RD_CMD && bit_reg<8) ||  
                 (data_phase && cmd_reg==WR_CMD && bit_reg==8); 
   assign sda = (into || sda_reg) ? 1'bz : 1'b0;
   assign dout = rx_reg[8:1];
   assign ack = rx_reg[0];     
   assign nack = din[0];       
   always_ff @(posedge clk or negedge reset_n)
      if (~reset_n) begin
         state_reg <= idle;
         c_reg     <= 0;
         bit_reg   <= 0;
         cmd_reg   <= 0;
         tx_reg    <= 0;
         rx_reg    <= 0;
      end
      else begin
         state_reg <= state_next;
         c_reg     <= c_next;
         bit_reg   <= bit_next;
         cmd_reg   <= cmd_next;
         tx_reg    <= tx_next;
         rx_reg    <= rx_next;
      end
   assign qutr = dvsr;
   assign half = {qutr[14:0], 1'b0};  
   always_comb
   begin
      state_next = state_reg;
      c_next = c_reg + 1;      
      bit_next = bit_reg;
      tx_next = tx_reg;
      rx_next = rx_reg;
      cmd_next = cmd_reg;
      done_tick_i = 1'b0;
      ready_i = 1'b0;
      scl_out = 1'b1;
      sda_out = 1'b1;
      data_phase = 1'b0;
      case (state_reg)
         idle: begin
            ready_i = 1'b1;
            if (wr_i2c && cmd==START_CMD) begin   
               state_next = start1;
               c_next = 0;
            end
         end   
         start1: begin            
            sda_out = 1'b0;
            if (c_reg==half) begin
               c_next = 0;
               state_next = start2;
            end
         end   
         start2: begin
            sda_out = 1'b0;
            scl_out = 1'b0;
            if (c_reg==qutr) begin
               c_next = 0;
               state_next = hold;
            end
         end   
         hold: begin             
            ready_i = 1'b1;
            sda_out = 1'b0;
            scl_out = 1'b0;
            if (wr_i2c) begin
               cmd_next = cmd;
               c_next = 0;
               case (cmd) 
                  RESTART_CMD, START_CMD:    
                     state_next = restart;
                  STOP_CMD:                  
                     state_next = stop1;
                  default: begin             
                     bit_next   = 0;
                     state_next = data1;
                     tx_next = {din, nack};  
                  end               
               endcase
            end  
         end
         data1: begin
            sda_out = tx_reg[8];
            scl_out = 1'b0;
            data_phase = 1'b1;
            if (c_reg==qutr) begin
               c_next     = 0;
               state_next = data2;
            end 
         end
         data2: begin
            sda_out = tx_reg[8];
            data_phase = 1'b1;
            if (c_reg==qutr) begin
               c_next = 0;
               state_next = data3;
               rx_next = {rx_reg[7:0], sda};  
            end  
         end
         data3: begin
            sda_out = tx_reg[8];
            data_phase = 1'b1;
            if (c_reg==qutr) begin
               c_next     = 0;
               state_next = data4;
            end  
         end
         data4: begin
            sda_out = tx_reg[8];
            scl_out = 1'b0;
            data_phase = 1'b1;
            if (c_reg==qutr) begin
               c_next = 0;
               if (bit_reg==8) begin      
                  state_next = data_end;  
                  done_tick_i = 1'b1;
               end 
               else begin
                  tx_next = {tx_reg[7:0], 1'b0};
                  bit_next = bit_reg + 1;
                  state_next = data1;
               end  
            end  
         end
         data_end: begin
            sda_out = 1'b0;
            scl_out = 1'b0;
            if (c_reg==qutr) begin
               c_next = 0;
               state_next = hold;
            end  
         end
         restart:                
            if (c_reg==half) begin
               c_next= 0;
               state_next = start1;
            end
         stop1: begin            
            sda_out = 1'b0;
            if (c_reg==half) begin
               c_next = 0;
               state_next = stop2;
            end  
         end
         default:   
            if (c_reg==half) 
               state_next = idle;
      endcase
   end
   assign done_tick = done_tick_i;
   assign ready = ready_i;
endmodule
==> flow/run.sh <==
#!/bin/bash
# OpenROAD 26Q1-2900-gdf79404cd8, Yosys 0.63+post, stock flow scripts
make -C /OpenROAD-flow-scripts/flow DESIGN_CONFIG=/design/flow/config.mk WORK_HOME=/design/flow/orfs finish
==> flow/config.mk <==
export PLATFORM = sky130hd
export DESIGN_NAME = i2c_master
export DESIGN_NICKNAME = i2c_master
export VERILOG_FILES = /design/flow/design.v
export SDC_FILE = /design/flow/constraint.sdc
export NUM_CORES = 4
export LEC_CHECK = 1
export CORE_AREA = 10 10 112 112
export DIE_AREA = 0 0 122 122
==> flow/constraint.sdc <==
current_design i2c_master

set clk_period 4.4
set clk_io_pct 0.2

create_clock -name clk0 -period $clk_period [get_ports {clk}]

set non_clock_inputs [all_inputs -no_clocks]
set_input_delay [expr $clk_period * $clk_io_pct] -clock clk0 $non_clock_inputs
set_output_delay [expr $clk_period * $clk_io_pct] -clock clk0 [all_outputs]
==> flow_metrics.py <==
# Physical implementation metrics
metrics = {
    "status": {
        "status": "completed",
    },
    "placed_design": {
        "place_area_um2": 2340,
        "place_congestion": 0.888,
        "dp.cells": 362,
        "portBuffers": 23,
        "dp.final_hpwl_mm": 3.03,
    },
    "finish": {
        "lay_top_cells": "40 x xor2_1, 31 x dfrtp_1, 23 x clkdlybuf4s50_1",
        "area_delta_synth_final_pct": 21.2,
        "fin_area_um2": 2450,
        "drive_gt1_frac": 0.0940,
        "final_cells": 370,
        "lay_top_count": "xor2_1",
        "fillers": 1086,
    },
    "final_timing": {
        "fin_crit_ps": 3900,
        "hold_violations": 0,
        "setup-tns-final_ps": 0,
        "period_used_share": 0.886,
        "clock_skew_ps": 5.75,
        "hold_slack_ps": 495,
        "rsz0062_at_grt": "false",
        "setup_viol": 0,
        "worst_pin_slew_ps": 739,
        "maxSlewHeadroom": 0.507,
        "drv_slew": 0,
        "fmax_mhz": 257,
    },
    "logic_synthesis": {
        "yosysChipArea_um2": 2020,
        "ys_cells": 212,
        "ff_type": "dfrtp_1",
        "avgSynthCellArea_um2": 9.53,
        "edf_count": 0,
        "synth_cell_types": 39,
        "postSynthRegisterBits": 32,
        "async_flop_share": 1.00,
        "synth_cells": 212,
        "yosys_warnings": 3,
        "yosys.stat.seqShare": 0.397,
        "syn-cell-area_um2": 2020,
    },
    "setup_path": {
        "endpoint_kind": "output pin",
        "path_max_fanout": 2,
        "worstPathRequired_ps": 3520,
        "startpoint_type": "input pin",
        "crit_type": "input pin to output pin",
        "cp_slowest_cell": "clkdlybuf4s50_1",
        "slowest_delay_ps": 490,
        "path_buffers": 2,
        "critPathTopFamily": "simple AND/OR/NAND/NOR gates",
        "cp_cell_sequence": "clkdlybuf4s50_1, xor2_1, nor4_1, nand4_2, or2_2, nor2_1, clkdlybuf4s50_1",
        "arrival_ps": 3020,
        "cp_common_cell": "clkdlybuf4s50_1",
    },
    "detailed_routing": {
        "ant_nets": 0,
        "drc": 0,
        "num_antenna_cells": 0,
        "first_iter_violations": 41,
        "viasPerCell": 3.92,
        "drt_first_pass_iters": 4,
        "vias": 1449,
        "wl_per_cell_um": 11.0,
        "drt-total-wl_mm": 4.06,
    },
    "hold_path": {
        "hp-class": "flop to flop",
    },
    "global_routing": {
        "gr-usage-met1": 0.0954,
        "grt_usage": 0.0560,
        "use_met2": 0.0670,
        "grt_max_degree": 33,
        "gr-max-usage-layer": "met1",
        "gr-total-overflow": 0,
        "grt_first_pass_wirelength_mm": 6.96,
        "grt_antenna_before_repair": 0,
        "grt_pass1_vias": 1402,
        "grt_use_met3": 0.0164,
    },
    "floorplan": {
        "die_w_um": 122,
        "die_area_um2": 14900,
        "num_rows": 37,
        "fp-utilization": 0.197,
        "pin_count": 43,
        "coreArea_um2": 10200,
        "die_h_um": 122,
    },
    "clocking": {
        "post_cts_buffers": 0,
        "htree_levels": 2,
        "clkTransAtPathRegs_ps": 60,
        "clk_path_buf_depth": 2,
        "cts_tree": "built",
        "cts.sinks": 32,
        "cts-hold-fix-buffers": 0,
        "numCtsBuffers": 5,
        "cts_resized": 0,
        "insertion_delay_ps": 280,
        "root_buffer": "clkbuf_8",
    },
    "run": {
        "warnings": 34,
        "drv_cap": 0,
    },
    "power_and_ir_drop": {
        "vdd_ir_drop_max_mv": 0.119,
        "p_leak_nw": 1.07,
        "power_density_nw_per_um2": 305,
        "power_mw": 0.747,
    },
}
through the flow:
step	util	setup WS (ps)
floorplan	-	1540
global placement	0.229	415
detailed placement	0.229	466
CTS	0.239	448
global route	0.239	293
finish	0.239	503
synthesized netlist by cell type (5+ instances only):
cell type / count / share of area
nor4_1: 5 / 0.015
inv_1: 9 / 0.017
clkbuf_1: 5 / 0.0093
xnor2_1: 5 / 0.022
nor2_1: 21 / 0.039
nand2_1: 19 / 0.035
xor2_1: 40 / 0.17
dfrtp_1: 31 / 0.38
nand3_1: 11 / 0.027
buf_4: 11 / 0.041
worst paths after layout:
check                                             from                endpoint  slack (ps)  depth (start not counted)
worst min register to register  state_reg[0]$_DFF_PN1_  state_reg[0]$_DFF_PN1_         500                          2
min in group asynchronous                      reset_n      c_reg[3]$_DFF_PN0_        1000                          2
worst min-delay path            state_reg[0]$_DFF_PN1_  state_reg[0]$_DFF_PN1_         500                          2
worst max-delay path                           dvsr[0]               done_tick         500                          7
max in group asynchronous                      reset_n  state_reg[0]$_DFF_PN1_        3050                          2
worst max register to register      c_reg[0]$_DFF_PN0_      c_reg[9]$_DFF_PN0_        1980                          6
power breakdown:
part / leakage [nW] / switching, mW / internal [mW]
registers: 0.433 / 0.0362 / 0.314
clock network: 0.0552 / 0.107 / 0.168
logic: 0.583 / 0.0596 / 0.0619
total: 1.07 / 0.203 / 0.544
routing by layer:
metal | share of wire | wire length, µm | vias to the layer above
li1 | - | - | 736
met2 | 0.35 | 1410 | 40
met1 | 0.58 | 2340 | 669
met4 | 0.0094 | 38 | 0
met3 | 0.067 | 273 | 4
met5 | 0 | 0 | -
logic make-up after synthesis:
kind of cell               count (synthesis)  share of synthesized area
and+or+nand+nor                           77                      0.204
xor gates and xnor gates                  45                      0.195
DFF                                       32                      0.397
buffers and inverters                     30                     0.0824
AOI/OAI and AO/OA                         19                     0.0737
muxes                                      5                     0.0273
adders and majority gates                  3                     0.0186
other                                      1                    0.00186
area by class of cell:
class	count	area, µm²	area share
clock buffers	6	72.6	0.0297
flip-flops and latches	32	802	0.328
inverters	9	33.8	0.0138
multi-input cells	160	1090	0.445
clock inverters	2	35.0	0.0143
well taps	136	170	0.0695
repair buffers	25	245	0.100
worst register-to-register path, cell delays in order (launching register included):
cell and delay (ps):
dfrtp_1 460, xor2_1 190, nor4_1 380, nand4_2 210, buf_4 250, a221oi_4 650, nor2_1 130
No activity file was given, so power comes from the tool's default toggle rates.
